==> /design/flow/design.v <==
module uart_fd #(
parameter	CLK_FREQ = 50_000_000,
parameter	BAUD_RATE = 115200
)(
input	logic			clk,
input	logic			rst_,
input	logic			tx_start,
input	logic	[7:0]	tx_data,
input	logic			rx_serial,
output	logic			tx_serial,
output	logic	[7:0]	rx_data,
output	logic			rx_valid,
output	logic			rx_error,
output	logic			tx_busy
);
	uart_rx #(CLK_FREQ, BAUD_RATE) my_uart_rx(.clk, .rst_, .rx_serial, .rx_data, .rx_valid, .rx_error);
	uart_tx #(CLK_FREQ, BAUD_RATE) my_uart_tx(.clk, .rst_,  .tx_start, .tx_data, .tx_serial, .tx_busy);
endmodule 
module uart_rx #(
parameter	CLK_FREQ = 50_000_000,
parameter	BAUD_RATE = 115200
)(
input	logic			clk,
input 	logic			rst_,
input	logic			rx_serial,
output	logic	[7:0]	rx_data,
output	logic			rx_valid,
output	logic			rx_error
);
	localparam	int	DIVISOR = CLK_FREQ/BAUD_RATE;
	typedef enum {IDLE, START, DATA, STOP} state_t;
	state_t state;
	logic 	[31:0]	baud_cnt;
	logic	[2:0]	bit_index;
	logic	[7:0]	shifter;
	logic			sample_tick;
	assign sample_tick = (baud_cnt == DIVISOR-1);
	assign start_verif_tick = (baud_cnt == DIVISOR/2);
	always_ff @(posedge clk or negedge rst_) begin
		if(!rst_) begin
			state <= IDLE;
			rx_data <= 0;
			rx_valid <= 0;
			rx_error <= 0;
			baud_cnt <= 0;
			bit_index <= 0;
			shifter <= 0;
		end
		else begin
			case(state)
				IDLE: begin
					rx_valid <= 0;
					rx_error <= 0;
					baud_cnt <= 0;
					bit_index <= 0;
					shifter <= 0;
					if(!rx_serial)
						state <= START;
				end
				START: begin
					if(start_verif_tick) begin
						if(!rx_serial)
							state <= DATA;
						else begin
							state <= IDLE;
							rx_error <= 1;
						end
						baud_cnt <= 0;
					end else
						baud_cnt <= baud_cnt + 1;
				end
				DATA: begin
					if(sample_tick) begin
						baud_cnt <= 0;
						shifter <= {rx_serial,shifter[7:1]};
						if(bit_index == 3'b111)
							state <= STOP;
						else
							bit_index <= bit_index + 1;
					end else
						baud_cnt <= baud_cnt + 1;
				end
				STOP: begin
					if(sample_tick) begin
						if(rx_serial) begin
							rx_data <= shifter;
							rx_valid <= 1;
						end else
							rx_error <= 1;
						state <= IDLE;
					end else
						baud_cnt <= baud_cnt + 1;
				end
			endcase
		end
	end 
endmodule
module uart_tx #(
parameter	CLK_FREQ = 50_000_000,
parameter	BAUD_RATE = 115200
)(
input	logic			clk,
input 	logic			rst_,
input	logic			tx_start,
input	logic	[7:0]	tx_data,
output	logic			tx_serial,
output	logic			tx_busy
);
	localparam	int	DIVISOR = CLK_FREQ/BAUD_RATE;
	typedef enum logic [1:0] {IDLE, START, DATA, STOP} state_t;
	state_t state;
	logic	[31:0]	baud_cnt;
	logic	[2:0]	bit_index;
	logic	[7:0]	shifter;
	logic			baud_tick;
	assign baud_tick = (baud_cnt == DIVISOR-1);
	always_ff @(posedge clk or negedge rst_) begin
		if(!rst_) begin
			state <= IDLE;
			baud_cnt <= 0;
			tx_serial <= 1;
			tx_busy <= 0;
			shifter <= 0;
			bit_index <= 0;
		end  
		else begin
			case(state)
			IDLE: begin
				tx_serial <= 1;
				tx_busy <= 0;
				baud_cnt <= 0;
				if(tx_start) begin
					state <= START;
					tx_busy <= 1;
					shifter <= tx_data;
				end  
			end  
			START: begin
				tx_serial <= 0;	 
				if(baud_tick) begin
					state <= DATA;
					bit_index <= 0;
					baud_cnt <= 0;
				end else
					baud_cnt <= baud_cnt + 1;
			end  
			DATA: begin
				tx_serial <= shifter[0];
				if(baud_tick) begin
					baud_cnt <= 0;
					shifter <= {1'b0, shifter[7:1]};
					if(bit_index == 3'b111)
						state <= STOP;
					else
						bit_index <= bit_index + 1;
				end else
					baud_cnt = baud_cnt + 1;
			end  
			STOP: begin
				tx_serial <= 1;  
				if(baud_tick) begin
					state <= IDLE;
					baud_cnt <= 0;
					tx_busy <= 0;
				end else 
					baud_cnt = baud_cnt + 1;
			end  
			endcase
		end  
	end  
endmodule 
==> /design/flow/run.sh <==
#!/bin/bash
# OpenROAD 26Q1-2900-gdf79404cd8, Yosys 0.63+post, stock flow scripts
make -C /OpenROAD-flow-scripts/flow DESIGN_CONFIG=/design/flow/config.mk WORK_HOME=/design/flow/orfs finish
==> /design/flow/config.mk <==
export PLATFORM = sky130hd
export DESIGN_NAME = uart_fd
export DESIGN_NICKNAME = uart_fd
export VERILOG_FILES = /design/flow/design.v
export SDC_FILE = /design/flow/constraint.sdc
export NUM_CORES = 4
export LEC_CHECK = 1
export CORE_UTILIZATION = 30
==> /design/flow/constraint.sdc <==
current_design uart_fd

set clk_period 6.7
set clk_io_pct 0.2

create_clock -name clk0 -period $clk_period [get_ports {clk}]

set non_clock_inputs [all_inputs -no_clocks]
set_input_delay [expr $clk_period * $clk_io_pct] -clock clk0 $non_clock_inputs
set_output_delay [expr $clk_period * $clk_io_pct] -clock clk0 [all_outputs]
==> Changelog: implementation <==
## Flow update

- Critical path peak fanout: 19
- Drt pass-1 iters: 25
- Placement Setup Slack: 3740 ps
- DP HPWL: 7200 um
- Final cell count without fillers: 815
- Worst Path Required: 6940 ps
- Worst path arrival time: 2920 ps
- Final setup viols: 0
- Area of the mapped netlist: 0.00556 mm2
- WL final: 11200 um
- CP Capture Type: flip-flop
- Vias: 4193
- GRT Total Usage: 12.5%
- Static leakage: 2.65 nW
- Hold depth: 2
- Hold_buf cts: 0
- Post-Place Cells: 799
- Root Driver: clkbuf_16
- Post-CTS Setup Inserts: 0
- Setup ws final: 4020 ps
- CTS tree: built
- Critical-path cell list: inv_1 > ha_1 > nor4b_2 > nand4_2 > nor3_4 > buf_4 > a22o_1 > nor3_1 > a21o_1
- Fraction of layout cells with a size suffix above 1: 11.9%
- Commonest flop: dfrtp_1
- Routed WL per cell: 13.7 um
- CP max-delay cell: a22o_1
- Post-cts resize count: 0
- Met3 usage: 2.68%
- Reg2Reg Depth: 9
- Async S/R FF share, synth: 100%
- Status: complete, no violations
- Floorplan row count: 49
- Setup crit start kind: flip-flop
- Yosys stat area: 0.00556 mm2
- EDFF count, synth: 0
- RSZ-0062 raised after global routing: no
- Clock sink count: 106
- Mean Syn Cell Area: 9.90 um2
- Antenna violations before repair: 0
- Fin crit share: 40.0%
- Post-route DRC violation count: 0
- Max stage delay on crit path: 510 ps
- Stage-log warning count: 28
- WHS: 481 ps
- Synthesis-stage register bit count: 106
- Top Usage Layer GRT: met2
- Clk_skew: 13.0 ps
- Mapped Cells: 562
- Die X: 138 um
- Largest net degree at the start of global routing: 57
- Register share after synthesis: 47.7%
- Yosys Warn Count: 3
- Antenna cells: 0
- Vias in the first global route: 4108
- FF-to-FF Start: my_uart_rx.baud_cnt[1]
- Area grow syn2layout: 13.4%
- CP startpoint: my_uart_rx.baud_cnt[1]
- CTS Buf Count: 9
- CORE AREA: 0.0181 mm2
- CP top delay family: simple AND/OR/NAND/NOR gates
- CTS clk-pin slew, worst paths: 70 ps
- HP Class: reg -> reg
- Vias per cell: 5.14
- Worst-margin pin slew: 764 ps
- Cells in synth_stat.txt: 562
- Port bufs: 23
- Max frequency: 0.374 GHz
- Met2 Usage GRT: 19.5%
- Yosys cell types: 60
- First-pass GRT wire length: 19600 um
- Crit Path Class: reg -> reg
- Grt ovf: 0
- Die area: 0.0191 mm2
- Final hold viol count: 0
- WP buf/inv: 2
- Routability cong.: 0.860
- Relative slew slack: 48.6%
- Grt met1 use: 18.5%
- 1st-iter DRT viols: 243
- H-tree depth: 3
- Hold path start: my_uart_rx.rx_valid
- Final Util: 34.9%
- Min Tclk post-route: 2680 ps
- Pwr per Cell Area: 190 mW/mm2
- Max rail drop VDD: 0.111 mV
- I/O Pins: 24
- Die Y: 138 um
- Routed Antenna Nets: 0
- Max Slew Vio Count: 0
- Worst path depth: 9
- Maximum clock path buffer count: 2
- Final setup TNS: 0 ps
- Clock latency on the worst-skew pair: 360 ps
- FP Core Util: 30.8%
- Max-Cap Viols: 0
==> layer usage <==
layer,routed length [um],up-vias
li1,-,2063
met1,5350,2029
met2,5090,88
met3,566,13
met4,182,0
met5,0,-
==> layout by cell type, fill, tap and decap left out, types with 7 or more instances in the layout <==
cell,n
o21ai_0,17
xor2_1,21
mux2_2,23
a22o_1,9
mux2i_1,17
or3_1,9
a21oi_1,22
xnor2_1,8
nand3_1,42
ha_1,9
nor4_1,15
nand2_1,53
nor2_1,62
dfrtp_1,103
o21ai_1,9
clkdlybuf4s50_1,22
clkbuf_16,9
nor3_1,8
a31o_2,7
and3_1,11
nand4_1,13
inv_1,16
==> worst paths after layout <==
| check | endpoint | slack, ps |
|---|---|---|
| hold reg to reg | my_uart_rx.rx_valid | 480 |
| setup reg to reg | my_uart_rx.baud_cnt[31] | 4020 |
| min in group asynchronous | my_uart_tx.baud_cnt[21] | 1010 |
| setup / recovery | my_uart_rx.baud_cnt[31] | 4020 |
| hold / removal | my_uart_rx.rx_valid | 480 |
| max in group asynchronous | my_uart_rx.baud_cnt[12] | 4510 |
==> power by group <==
part | internal (mW) | switching [mW]
clock network | 0.295 | 0.243
logic | 0.00737 | 0.0142
registers | 0.639 | 0
total | 0.942 | 0.257
==> kinds of logic (layout without fill, tap and decap cells) <==
kind of cell	after synthesis	after routing	share of synthesized area, %
multiplexers	40	40	7.71
AND-OR/OR-AND	97	97	12.1
AND/OR/NAND/NOR	245	245	22.6
buffers and inverters	36	60	3.24
flip-flops	106	106	47.7
XOR/XNOR	29	29	4.56
adder cells (fa/ha/maj)	9	9	2.02
==> sequential cells by signal, indices dropped and copies added, names as in the netlist <==
| signal | cells |
|---|---|
| my_uart_rx.baud_cnt | 32 |
| my_uart_tx.baud_cnt | 32 |
| my_uart_rx.rx_data | 8 |
| my_uart_rx.shifter | 8 |
| my_uart_tx.shifter | 8 |
| my_uart_rx.state | 4 |
| my_uart_tx.state | 4 |
| my_uart_rx.bit_index | 3 |
| my_uart_tx.bit_index | 3 |
| my_uart_rx.rx_error | 1 |
| my_uart_rx.rx_valid | 1 |
| my_uart_tx.tx_busy | 1 |
| my_uart_tx.tx_serial | 1 |
==> per-stage QoR <==
step	area (um2)	power (mW)
4_1_cts	6310	1.22
3_3_place_gp	6010	0.675
2_1_floorplan	5560	0.654
3_5_place_dp	6010	0.675
6_report	6310	1.20
5_1_grt	6310	1.24
==> tightest hold or removal path, delay by kind of cell (launching register included) <==
kind / cells / cell delay (ps)
flops: 1 / 350
simple gates: 2 / 100
==> cells in the mapped netlist, drive strengths merged, types with 9 or more instances <==
cell / count / area, um2
ha: 9 / 113
dfrtp: 103 / 2580
mux2: 23 / 259
inv: 16 / 60.1
nand4: 14 / 93.8
or3: 9 / 56.3
nor3: 9 / 56.3
and3: 11 / 68.8
a22o: 9 / 78.8
nor2: 63 / 244
nand3: 43 / 228
nand2: 53 / 199
mux2i: 17 / 170
nor4: 16 / 106
a21oi: 22 / 110
buf: 12 / 90.1
o21ai: 26 / 130
xor2: 21 / 184
==> layout make-up <==
cell class / instances / area, um2
Clock buffer: 10 / 229
Clock inverter: 6 / 75.1
Fill cell: 1754 / 11800
Inverter: 17 / 63.8
Multi-Input combinational cell: 420 / 2740
Sequential cell: 106 / 2660
Tap cell: 229 / 287
Timing Repair Buffer: 27 / 258
Power figures rest on the tool's default switching activity, not on a simulated workload.
